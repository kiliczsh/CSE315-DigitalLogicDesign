[flow/design.v]
`timescale 1ns / 1ps
module RegisterFile(
 input    clock,
 input    WE,
 input  [3:0] DstAddr,
 input  [19:0] input1,
 input  [3:0] Src1Addr,
 output  [19:0] Src1Out,
 input  [3:0] Src2Addr,
 output  [19:0] Src2Out
);
 reg [19:0] register_array [15:0];
 integer i;
 initial begin
  for(i=0;i<16;i=i+1)
   register_array[i] <= 16'd0;
 end
 always @ (posedge clock ) begin
   if(WE) begin
    register_array[DstAddr] <= input1;
   end
 end
 assign Src1Out = register_array[Src1Addr];
 assign Src2Out = register_array[Src2Addr];
endmodule
[flow/run.sh]
#!/bin/bash
# OpenROAD 26Q1-2900-gdf79404cd8, Yosys 0.63+post, stock flow scripts
make -C /OpenROAD-flow-scripts/flow DESIGN_CONFIG=/design/flow/config.mk WORK_HOME=/design/flow/orfs finish
[flow/config.mk]
export PLATFORM = sky130hd
export DESIGN_NAME = RegisterFile
export DESIGN_NICKNAME = RegisterFile
export VERILOG_FILES = /design/flow/design.v
export SDC_FILE = /design/flow/constraint.sdc
export NUM_CORES = 4
export LEC_CHECK = 1
export CORE_UTILIZATION = 40
[flow/constraint.sdc]
current_design RegisterFile

set clk_period 5.7
set clk_io_pct 0.2

create_clock -name clk0 -period $clk_period [get_ports {clock}]

set non_clock_inputs [all_inputs -no_clocks]
set_input_delay [expr $clk_period * $clk_io_pct] -clock clk0 $non_clock_inputs
set_output_delay [expr $clk_period * $clk_io_pct] -clock clk0 [all_outputs]
==> qor.csv <==
metric,value,unit
drtIter0Drc,431,
cp_max_fo,11,
antenna_found_initial,1,
layout_top_cell,edfxtp_1,
cts_tree,done,
ys_area,14500,sq um
p_total,0.00554,W
regMostFlops,register_array,
cts_resized,0,
diodes,0,
cts_sinks,320,
die_y,193,microns
powerDensity,322,nW/um^2
largest_register_ffs,320,
fmax,217,MHz
cts_buffer_depth,3,
yosys_warnings,1,
drive_gt1_share,31.4,%
flop_area,9610,sq um
grt_pass1_wl,55600,microns
numCtsBuffers,34,
ys_cells,683,
path_cells,clkdlybuf4s50_1 -> nor2b_2 -> buf_4 -> a22oi_1 -> nand2_1 -> clkdlybuf4s50_1,
die_x,193,microns
fin_tns_setup,0,ps
period_used_share,81.0,%
yosysSeqAreaShare,66.1,%
design_area,17200,sq um
hold_violations,0,
io_buffers,73,
routabilityCongestion,0.857,
wl_per_cell,29.6,microns
logic_area,4690,sq um
vias_per_cell,6.18,
gr-total-overflow,0,
crit_type,input pin to output pin,
arrival,3480,ps
critical_path.endpoint_type,output pin,
ant_nets,0,
areaGrowthSynthToFinish,18.4,%
cts.hold.buffers_added,0,
fp_util,40.8,%
setup_ws,1080,ps
rsz0062_at_grt,no,
ys_types,17,
largestRegisters,register_array: 320 flops,
grt_start_max_net_pins,49,
die_area,37100,sq um
drtPass1Iterations,22,
critical_path_buf_inv_count,3,
drv_slew,0,
postPlaceCellArea,16000,sq um
clkTransAtPathRegs,60,ps
drv_cap,0,
path_common_cell,clkdlybuf4s50_1,
whs_path_depth,1,
syn_inst,683,
cts-root-buf,clkbuf_16,
synth_area,14500,sq um
cp_num_cells,6,
place_ws,1060,ps
vdd_drop_max,202,uV
h-tree-depth,2,
cp_slowest_cell,nor2b_2,
relSlewSlack,42.1,%
postCtsSetupBuffers,0,
status,"finished, final reports clean",
dr_total_vias,7851,
dp_hpwl,22300,microns
track_usage,23.4,%
min_period,4620,ps
critPathLaunchType,input pin,
avgSynthCellArea,21.3,sq um
lay_top_cells,"320 x edfxtp_1, 128 x mux4_2, 80 x a22oi_1",
fp.coreArea,35700,sq um
setup_violations,0,
io_pins,74,
num_rows,69,
drc,0,
totalWireLength,37600,microns
p_leak,5.54,nW
slowest_delay,740,ps
synth-seq-cells,320,
grt_pass1_vias,9001,
cp.required,4560,ps
worst_pin_slew,864,ps
finish.utilization,48.3,%
tool_warnings,25,
fillCellCount,2785,
cp_top_family,buffers and inverters,
hold_path_class,input pin to register,
final timing paths:
kind / start / endpoint / slack [ps]
setup / recovery: Src2Addr[3] / Src2Out[14] / 1080
hold / removal: input1[12] / register_array[2][12] / 1530
Yosys cell counts:
cell	n	area [sq um]
mux4_2	128	2880
clkbuf_1	32	120
or3b_2	1	8.76
nand3b_1	2	15.0
nand3_1	1	5.00
nor2b_1	4	25.0
nor3_1	4	20.0
buf_2	2	10.0
nand2_1	41	154
a22oi_1	80	601
buf_4	8	60.1
buf_6	10	113
and2_1	2	12.5
mux4_1	32	841
nand2b_1	2	12.5
edfxtp_1	320	9610
nor2_1	14	52.6
per-stage QoR:
| step | hold slack (ps) | cells |
|---|---|---|
| 6_report | 1530 | 1271 |
| 2_1_floorplan | 1240 | 683 |
| 3_3_place_gp | 2030 | 1210 |
| 5_1_grt | 1590 | 1271 |
| 3_5_place_dp | 2060 | 1210 |
| 4_1_cts | 1520 | 1271 |
final cells by class:
cell class | instances | area share, %
flip-flops and latches | 320 | 55.8
multi-input cells | 311 | 27.3
repair buffers | 118 | 6.37
clock buffers | 39 | 5.42
well taps | 461 | 3.35
clock inverters | 22 | 1.77
cell families after synthesis:
group | synth area share (%)
multiplexers | 25.6
AND/OR/NAND/NOR | 2.10
buffers and inverters | 2.08
flip-flops | 66.1
AND-OR/OR-AND | 4.13
metal layers:
metal	GRT usage, %	vias to the layer above	part of all wire (%)
met5	2.06	-	0.15
met2	33.1	678	47
li1	-	3253	-
met4	4.39	4	2.3
met1	27.3	3854	31
met3	21.1	62	20
power by group:
part / switching, W / internal (W)
logic: 0.000230 / 0.000237
registers: 0.0000187 / 0.00264
clock network: 0.000910 / 0.00150
No activity file was given, so power comes from the tool's default toggle rates.
