[./config.mk]
export PLATFORM = sky130hd
export DESIGN_NAME = RAM
export DESIGN_NICKNAME = RAM
export VERILOG_FILES = /design/flow/design.v
export SDC_FILE = /design/flow/constraint.sdc
export NUM_CORES = 4
export LEC_CHECK = 1
export CORE_UTILIZATION = 50
export SYNTH_MEMORY_MAX_BITS = 65536
[./constraint.sdc]
current_design RAM

set clk_period 749.3
set clk_io_pct 0.2

create_clock -name clk0 -period $clk_period [get_ports {clk}]

set non_clock_inputs [all_inputs -no_clocks]
set_input_delay [expr $clk_period * $clk_io_pct] -clock clk0 $non_clock_inputs
set_output_delay [expr $clk_period * $clk_io_pct] -clock clk0 [all_outputs]
[./design.v]
module RAM
(
	input [19:0] data,
	input [9:0] addr,
	input we, clk,
	output [19:0] q
);
	reg [19:0] ram[1023:0];
	reg [9:0] addr_reg;
	always @ (posedge clk)
	begin
		if (we)
			ram[addr] <= data;
		addr_reg <= addr;
	end
	assign q = ram[addr_reg];
endmodule
[./run.sh]
#!/bin/bash
# OpenROAD 26Q1-2900-gdf79404cd8, Yosys 0.63+post, stock flow scripts
make -C /OpenROAD-flow-scripts/flow DESIGN_CONFIG=/design/flow/config.mk WORK_HOME=/design/flow/orfs finish
==> results_dict.tcl <==
# place-and-route summary
set metrics [dict create \
    status "complete, but fails checks" \
    failed_checks "max-capacitance violations, max-slew violations" \
    crit_path_cell_chain "buf_4, buf_4, buf_4, buf_4, buf_4, buf_4, buf_4, buf_4, buf_4, buf_4, mux4_2, a21oi_1, o211ai_1, nor4_2, buf_4, nor3_1, buf_4, a22oi_1, nand4_1, clkdlybuf4s50_1" \
    synth_stat.cells 35513 \
    yosysWarningCount 1 \
    design.die.area_um2 1580000 \
    clk_transition_reported_paths_ps 60 \
    post_synth_edffs 20480 \
    synth_seq_share_pct 77.9 \
    synth-main-ff-cell "edfxtp_1" \
    min_path_cells 1 \
    drt_pre_antenna_iters 9 \
    drv.max_cap_violation_count 5 \
    synth-async-reset-ratio_pct 0 \
    die_height_mm 1.26 \
    worst_pin_slew_ps 1640 \
    final_min_period_over_clock_period_pct 21.7 \
    largest_registers "ram (20480)" \
    place_ws_ps 588080 \
    placed_cell_area_um2 828000 \
    vias_per_cell 6.41 \
    placeableCoreArea_um2 1570000 \
    postCtsSetupBuffers 0 \
    numClockSinks 20490 \
    whs_ps 148910 \
    largest_net_degree_at_the_start_of_global_routing 114 \
    dp_hpwl_mm 1550 \
    design_area_um2 895000 \
    largest_register_ff_count 20480 \
    rsz0062_at_grt "no" \
    antenna_found_initial 251 \
    port_buffers 51 \
    yosysUniqueCellTypes 87 \
    power.total_mw 2.41 \
    crit_path_top_delay_cell "nand4_1" \
    global_route_wire_length_before_repair_mm 3450 \
    hold_viol_final 0 \
    synth-area-yosys_um2 790000 \
    layout-area-overhead-vs-synth_pct 13.4 \
    hold_start "data[14]" \
    route.vias.total 392798 \
    critical_path_class "reg2out" \
    tritoncts.num_buffers 2184 \
    reg_with_most_ffs "ram" \
    final_max_slew_viol_count 29 \
    post_route_cells_drive_above_1_share_pct 29.3 \
    critPathLaunchType "register" \
    most_frequent_cell_on_critical_path "buf_4" \
    first_global_vias 430121 \
    min_delay_worst_endpoint "ram[130][14]" \
    log.warning_count 63 \
    gpl.final_weighted_congestion 0.928 \
    routed_wl_mm 2530 \
    ctsHtreeMaxLevel 8 \
    grt_use_total_pct 36.5 \
    worstPathArrival_ps 12900 \
    drtIter0Drc 28477 \
    post_synth_instance_area_um2 790000 \
    slew_headroom_pct -10.1 \
    cp_max_fo 50 \
    route.antenna.remaining_nets 0 \
    worst_path_largest_cell_delay_ps 940 \
    route.detailed.drc 0 \
    grt-ovfl-total 0 \
    ys_ff 20490 \
    leakage_nw 282 \
    clock-root-buffer "clkbuf_16" \
    cts_repair_resize_count 0 \
    worstSetupEndpointType "output pin" \
    io-pin-count 52 \
    setup_tns_final_ps 0 \
    worst_slack_ps 586540 \
    vdd_ir_drop_max_uv 2.24 \
    fmaxAchievable_mhz 6.14 \
    finalWorstPathRequiredPeriod_ps 162760 \
    worstPathRequired_ps 599440 \
    hold_path.class "in2reg" \
    pwr_density_cell_nw_per_um2 2.69 \
    init_core_util_pct 50.1 \
    tritoncts "built" \
    die_w_mm 1.26 \
    cts-root-to-sink-buffers 6 \
    finalSetupViolations 0 \
    syn_area_per_cell_um2 22.2 \
    cts.hold.buffers_added 0 \
    post_synth_inst_count 35513 \
    post_detailed_route_wirelength_per_cell_um 41.3 \
    std_cell_rows 461 \
]
metal layers:
metal / vias up / global-route usage (%) / wire, um
li1: 157116 / - / -
met1: 196536 / 37.7 / 648000
met2: 33621 / 46.7 / 1100000
met3: 5089 / 37.2 / 605000
met4: 436 / 17.0 / 155000
met5: - / 11.9 / 21100
critical path, delay by kind of cell (launching register included):
family / cells / cell delay [ps]
flops: 1 / 640
mux: 1 / 380
buf+inv: 13 / 7220
simple gates: 3 / 1780
compound gates: 3 / 1190
logic make-up after synthesis:
kind of cell / after synthesis / synth area share [%]
DFF: 20490 / 77.9
muxes: 6612 / 15.8
and+or+nand+nor: 3237 / 1.77
AOI/OAI and AO/OA: 2998 / 2.62
buffers and inverters: 2176 / 1.87
layout make-up:
type / count / area [um2]
Inverter: 9 / 71.3
Tap cell: 20835 / 26100
Clock buffer: 2725 / 58000
Timing Repair Buffer: 2850 / 22400
Clock inverter: 1012 / 7920
Sequential cell: 20490 / 615000
Antenna cell: 485 / 1210
Multi-Input combinational cell: 12847 / 164000
Fill cell: 111159 / 680000
where the power goes:
group	internal, mW	total, mW	leakage, nW	switching (mW)
combinational	0.0395	0.131	65.6	0.0913
sequential	1.26	1.26	184	0.000563
clock	0.583	1.01	32.3	0.431
total	1.88	2.41	282	0.522
worst max-delay path by stage:
stage	startpoint	to	slack [ps]	depth (start not counted)
final	register	q[14]	586540	20
after global routing	register	q[14]	586400	20
after CTS	register	q[14]	586590	20
stage by stage:
stage          utilization, %  cells
6_report                 56.8  61253
5_1_grt                  56.8  61088
4_1_cts                  56.8  60766
3_5_place_dp             52.6  57029
3_3_place_gp             52.6  57021
2_1_floorplan               -  35513
synthesized netlist by cell type, types with 320 or more instances:
cell type	instances	area, um2
a21oi_1	593	2970
a22oi_1	320	2400
buf_2	466	2330
buf_6	362	4080
clkbuf_1	745	2800
edfxtp_1	20480	615000
mux2i_1	1881	18800
mux4_2	4618	104000
nand2_1	1017	3820
nand3_1	352	1760
nor2_1	1262	4740
o221ai_1	563	4930
o22ai_1	484	3030
placed cells by master, fill, tap and decap left out, drive strengths merged, types with 563 or more instances in the layout:
cell type,n
edfxtp,20480
mux4,4670
buf,2819
clkbuf,2726
mux2i,1881
nor2,1262
nand2,1017
clkinv,818
a21oi,593
o221ai,563
Power is estimated from default activity; no workload was simulated.
